## run.sh

```bash
#!/bin/bash
# OpenROAD 26Q1-2900-gdf79404cd8, Yosys 0.63+post, stock flow scripts
make -C /OpenROAD-flow-scripts/flow DESIGN_CONFIG=/design/flow/config.mk WORK_HOME=/design/flow/orfs finish
```

## config.mk

```make
export PLATFORM = sky130hd
export DESIGN_NAME = stopwatch
export DESIGN_NICKNAME = stopwatch
export VERILOG_FILES = /design/flow/design.v
export SDC_FILE = /design/flow/constraint.sdc
export NUM_CORES = 4
export LEC_CHECK = 1
export CORE_UTILIZATION = 50
```

## constraint.sdc

```tcl
current_design stopwatch

set clk_period 5.3
set clk_io_pct 0.2

create_clock -name clk0 -period $clk_period [get_ports {CLOCK_50}]

set non_clock_inputs [all_inputs -no_clocks]
set_input_delay [expr $clk_period * $clk_io_pct] -clock clk0 $non_clock_inputs
set_output_delay [expr $clk_period * $clk_io_pct] -clock clk0 [all_outputs]
```

## design.v

```verilog
module BCD(A,B,C,D, a, b, c, d, e, f, g);
	 input A, B, C, D;
	 output a, b, c, d, e, f, g;
	 assign a = ~A & ~C & (~B | ~D) & (B | D);
	 assign b = B & (C|D) & (~C|~D);
	 assign c = ~B & ~D & C;
	 assign d = (B|D) & (~C|D) & ~A & (B|~C) & (~B | C | ~D);
	 assign e = (~C | D) & (B | D);
	 assign f = (~B | C) & ~A & (~B | D) & (C | D);
	 assign g = (B | ~C) & (~B | C) & ~A & (~B | D);
endmodule
module stopwatch(CLOCK_50, HEX0, HEX1, HEX2, HEX3, HEX4, HEX5, KEY);
	reg [18:0] counter;  
	input CLOCK_50;
	reg CLOCK_100HZ;  
	reg [6:0] hundreths;  
	reg [3:0] tens_hundreths;
	reg [3:0] units_hundreths;
	reg [6:0] seconds; 
	reg [3:0] tens_seconds;
	reg [3:0] units_seconds;
	reg [6:0] minutes; 
	reg [3:0] tens_minutes;
	reg [3:0] units_minutes;
   output [6:0]HEX0;  
	output [6:0]HEX1;  
	wire a, b, c, d, e, f, g;  
	wire a1, b1, c1, d1, e1, f1, g1;  
   output [6:0]HEX2; 
	output [6:0]HEX3; 
	wire a2, b2, c2, d2, e2, f2, g2; 
	wire a3, b3, c3, d3, e3, f3, g3; 
   output [6:0]HEX4; 
	output [6:0]HEX5; 
	wire a4, b4, c4, d4, e4, f4, g4; 
	wire a5, b5, c5, d5, e5, f5, g5; 
	input [1:0] KEY;
	wire reset;
   assign reset = ~KEY[0];   
	wire pause;
   assign pause = ~KEY[1];  
	reg pause_state;
	initial begin
	 CLOCK_100HZ = 0;
	 counter = 0;
	 hundreths = 0;
	 seconds = 0;
	 minutes = 0;
	end
	always @(posedge CLOCK_50) begin
	counter = counter + 1;
		if (counter == 499999) begin  
			counter = 0;
			CLOCK_100HZ = ~ CLOCK_100HZ;  
		end 
	end
	always @(posedge CLOCK_100HZ) begin
		if (reset) begin
			hundreths = 0;
			seconds = 0;
			minutes = 0;
		end
		if (pause) begin
			pause_state = 1;
		end
		if (!pause) begin
			pause_state = 0;
		end
		if (pause_state == 0) begin
			hundreths = hundreths + 1;
			if (hundreths == 99) begin
				hundreths = 0;  
				seconds = seconds + 1;  
			end
			if(seconds == 60) begin  
			seconds = 0;
			minutes = minutes + 1;
			end
			tens_hundreths = hundreths / 10;
			units_hundreths = hundreths % 10;
			tens_seconds = seconds / 10;
			units_seconds = seconds % 10;
			tens_minutes = minutes / 10;
			units_minutes = minutes % 10;
		end
	end
	BCD bcd_unit_hundreths(.A(units_hundreths[3]), .B(units_hundreths[2]), .C(units_hundreths[1]), .D(units_hundreths[0]), .a(a), .b(b), .c(c), .d(d), .e(e)
	, .f(f), .g(g));
	BCD bcd_tens_hundreths(.A(tens_hundreths[3]), .B(tens_hundreths[2]), .C(tens_hundreths[1]), .D(tens_hundreths[0]), .a(a1), .b(b1), .c(c1), .d(d1), .e(e1)
	, .f(f1), .g(g1));
	assign HEX0[0] = a;
	assign HEX0[1] = b;
	assign HEX0[2] = c;
	assign HEX0[3] = d;
	assign HEX0[4] = e;
	assign HEX0[5] = f;
	assign HEX0[6] = g;
	assign HEX1[0] = a1;
	assign HEX1[1] = b1;
	assign HEX1[2] = c1;
	assign HEX1[3] = d1;
	assign HEX1[4] = e1;
	assign HEX1[5] = f1;
	assign HEX1[6] = g1;
	BCD bcd_unit_second(.A(units_seconds[3]), .B(units_seconds[2]), .C(units_seconds[1]), .D(units_seconds[0]), .a(a2), .b(b2), .c(c2), .d(d2), .e(e2)
	, .f(f2), .g(g2));
   BCD bcd_tens_second(.A(tens_seconds[3]), .B(tens_seconds[2]), .C(tens_seconds[1]), .D(tens_seconds[0]), .a(a3), .b(b3), .c(c3), .d(d3), .e(e3)
	, .f(f3), .g(g3));
	assign HEX2[0] = a2;
	assign HEX2[1] = b2;
	assign HEX2[2] = c2;
	assign HEX2[3] = d2;
	assign HEX2[4] = e2;
	assign HEX2[5] = f2;
	assign HEX2[6] = g2;
	assign HEX3[0] = a3;
	assign HEX3[1] = b3;
	assign HEX3[2] = c3;
	assign HEX3[3] = d3;
	assign HEX3[4] = e3;
	assign HEX3[5] = f3;
	assign HEX3[6] = g3;
	BCD bcd_unit_min(.A(units_minutes[3]), .B(units_minutes[2]), .C(units_minutes[1]), .D(units_minutes[0]), .a(a4), .b(b4), .c(c4), .d(d4), .e(e4)
	, .f(f4), .g(g4));
   BCD bcd_tens_min(.A(tens_minutes[3]), .B(tens_minutes[2]), .C(tens_minutes[1]), .D(tens_minutes[0]), .a(a5), .b(b5), .c(c5), .d(d5), .e(e5)
	, .f(f5), .g(g5));
	assign HEX4[0] = a4;
	assign HEX4[1] = b4;
	assign HEX4[2] = c4;
	assign HEX4[3] = d4;
	assign HEX4[4] = e4;
	assign HEX4[5] = f4;
	assign HEX4[6] = g4;
	assign HEX5[0] = a5;
	assign HEX5[1] = b5;
	assign HEX5[2] = c5;
	assign HEX5[3] = d5;
	assign HEX5[4] = e5;
	assign HEX5[5] = f5;
	assign HEX5[6] = g5;
endmodule
```

==> impl_metrics.csv <==
group,metric,value,unit
status,status,"finished, final reports clean",
worst_setup_path,critPathCaptureType,"flip-flop",
place,dp_hpwl,9.89,mm
logic_synthesis,ys.warnings.count,1,
worst_setup_path,path_class,"flip-flop to flip-flop",
timing,max_freq,396,MHz
floorplan,core_region_area,0.0122,sq mm
floorplan,fp_util,0.521,
clocking,cts.hold.buffers_added,0,
timing,max-slew-margin-rel,0.367,
cells_and_area,mostFrequentLayoutCell,"nand2_1",
power,vdd_drop_max,0.248,mV
worst_setup_path,cpMaxStageDelayCell,"dfxtp_1",
worst_setup_path,max_stage_delay,410,ps
timing,period_used_share,0.477,
logic_synthesis,yosys.area_share.aoi,0.223,
route,firstDrtPassIters,5,
worst_setup_path,critPathLaunchType,"flip-flop",
floorplan,die_w,115,um
grt,grt_max_degree,56,
logic_synthesis,synthMuxAreaShare,0.0332,
clocking,clock_latency,250,ps
min_path,hold_path_class,"flip-flop to flip-flop",
timing,finalHoldViolCount,0,
clocking,cts_tree,"done",
grt,grt.total_usage,0.211,
job,warnings,37,
logic_synthesis,ys_ff,65,
cells_and_area,drive_gt1_frac,0.0498,
logic_synthesis,syn-cell-area,0.00636,sq mm
logic_synthesis,simple_gate_area_frac,0.242,
job,maxCapViolCount,0,
clocking,h-tree-depth,1,
logic_synthesis,ys_async_sr_fraction,0,
grt,grt_pass1_wl,22.7,mm
timing,setup_violations,0,
floorplan,die_h,115,um
worst_setup_path,cp.required,5260,ps
route,met3_length,294,um
clocking,cts_buffers,3,
clocking,clk_pin_slew,60,ps
cells_and_area,synthToLayoutAreaGrowth,5.29,%
route,antenna_left,0,
logic_synthesis,xor_share,0.0826,
route,wl_met2,6.05,mm
power,power.total,383,uW
route,wl_per_cell,13.4,um
logic_synthesis,edf_count,25,
place,place_ws,2790,ps
route,vias,5591,
route,top_layer_used,"met4",
logic_synthesis,syn_inst,823,
power,power_density,57.1,mW/mm^2
cells_and_area,layout_top_cells,"nand2_1, nor2_1, inv_1",
timing,setup_ws,2770,ps
route,dr.first_iter.drc_count,291,
logic_synthesis,ys_sh_adder,0.0702,
grt,grt-ovfl-total,0,
route,wl,13.0,mm
logic_synthesis,ys_top_logic_family,"simple AND/OR/NAND/NOR gates",
clocking,cts_post_setup_buffers_inserted,0,
worst_setup_path,worstPathCellList,"and3_1 > nor2b_1 > and2_1 > nand4_1 > xor2_1 > or3_1 > nor4_1 > buf_4",
timing,unclocked_pins,45,
grt,grt_pass1_vias,5004,
logic_synthesis,ys_types,85,
worst_setup_path,crit_arrival,2490,ps
timing,grt_setup_unrepaired,"no",
timing,worst_pin_slew,945,ps
logic_synthesis,ys_area,0.00636,sq mm
power,total_leakage_power,2.60,nW
timing,slew_violations,0,
floorplan,num_io_pins,45,
logic_synthesis,synth_seq_share,0.244,
route,n_antenna_cell,0,
clocking,ctsResizeCount,0,
place,port_buffers,44,
grt,antenna_found_initial,0,
clocking,cts_root_buf,"clkbuf_16",
worst_setup_path,path_buffers,1,
timing,fin_setup_tns,0,ps
route,met1Wirelength,6.61,mm
route,route.detailed.drc,0,
logic_synthesis,yosysCellCount,823,
clocking,cts_max_path_buffers,2,
logic_synthesis,syn_avg_cell_area,7.73,sq um
timing,untimed_endpoints,111,
floorplan,std_cell_rows,40,
logic_synthesis,flop_cell,"dfxtp_1",
floorplan,chipArea,0.0132,sq mm
route,vias_per_cell,5.76,
worst_setup_path,worstPathMaxFanout,10,
timing,period_needed,2530,ps
timing,fin_worst_skew,2.22,ps
worst_setup_path,crit_family,"simple AND/OR/NAND/NOR gates",
place,gp_congestion,0.917,
[kinds of logic after synthesis]
kind of cell	after synthesis
buffers and inverters	130
XOR/XNOR	60
flip-flops	65
multiplexers	20
AND-OR/OR-AND	200
adder cells (fa/ha/maj)	36
AND/OR/NAND/NOR	312
[area by class of cell]
| class | instances | area [sq um] |
|---|---|---|
| Fill cell | 1178 | 5510 |
| Sequential cell | 65 | 1550 |
| Tap cell | 168 | 210 |
| Multi-Input combinational cell | 628 | 4150 |
| Inverter | 57 | 214 |
| Clock buffer | 3 | 75.1 |
| Clock inverter | 1 | 30.0 |
| Timing Repair Buffer | 49 | 473 |
[path summary, 6_finish.rpt]
| path | from | endpoint | slack (ps) | depth (start not counted) |
|---|---|---|---|---|
| max reg2reg | counter[2] | CLOCK_100HZ | 2770 | 8 |
| min reg2reg | counter[0] | counter[0] | 480 | 1 |
| min | counter[0] | counter[0] | 480 | 1 |
| max | counter[2] | CLOCK_100HZ | 2770 | 8 |
[power breakdown]
part	switching (mW)	total (mW)	internal (mW)	leakage [nW]
Combinational	0.0187	0.0247	0.00600	1.98
Sequential	0	0.154	0.154	0.566
Clock	0.0542	0.204	0.150	0.0511
[through the flow]
step / instances / util / cell area [sq um] / hold WS [ps]
global route: 971 / 0.549 / 6700 / 492
finish: 971 / 0.549 / 6700 / 483
CTS: 971 / 0.549 / 6700 / 485
floorplan: 823 / - / 6360 / 441
global placement: 967 / 0.540 / 6600 / 459
detailed placement: 967 / 0.540 / 6600 / 471
[layer usage]
layer  track usage  vias up
met3        0.0107        4
met2         0.357       92
li1              -     2885
met5             0        -
met4        0.0104        0
met1         0.322     2610
[worst reg2reg max path: stages (launching register included)]
cell	delay [ps]
dfxtp_1	410
and3_1	220
nor2b_1	190
and2_1	350
nand4_1	150
xor2_1	170
or3_1	330
nor4_1	180
buf_4	220
[cell usage after synthesis (all sizes together) (9+ instances only)]
master	count	area (sq um)
o21a	9	67.6
o21ai	43	223
a31oi	11	68.8
and3	16	105
clkbuf	26	98.8
inv	54	203
dfxtp	40	801
xor2	21	184
a21o	17	128
ha	34	425
nand2b	9	56.3
xnor2	39	342
nand4	14	87.6
and2	14	87.6
nor2	75	284
buf	47	353
a21oi	37	185
nand2	81	304
nand3	30	150
mux2i	14	140
edfxtp	25	751
nor3	32	165
[state kept, by name, summed over array words and instances (netlist names)]
| name | cells |
|---|---|
| tens_seconds | 4 |
| units_hundreths | 4 |
| tens_minutes | 4 |
| minutes | 7 |
| tens_hundreths | 4 |
| units_seconds | 4 |
| seconds | 7 |
| counter | 19 |
| hundreths | 7 |
| CLOCK_100HZ | 1 |
| units_minutes | 4 |
Power figures rest on the tool's default switching activity, not on a simulated workload.
